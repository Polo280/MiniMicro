==> /design/flow/design.v <==
module FullAdder(
	input a, b, c_in,
	output s, c_out 
);
wire mid; 
wire mid_carry, mid_carry2;
HalfAdder Adder1 (
	.a(a),
	.b(b),
	.s(mid),
	.c_out(mid_carry)
);
HalfAdder Adder2(
	.a(mid),
	.b(c_in),
	.s(s),
	.c_out(mid_carry2)
);
assign  c_out = mid_carry | mid_carry2;
endmodule 
module HalfAdder(
	input a, b,
	output s, c_out 
);
assign s = a ^ b;
assign c_out = a & b;
endmodule 
module SubtractorCarry(
	 input c_in,
    input signed [31:0] num1, num2,
    output signed [31:0] result,
    output c_out    
);
wire [31:0] complement;
assign complement = ~num2;
wire [31:0] mid_carry;
genvar i;
generate
    for(i = 0; i < 32; i = i + 1) begin: full_adder_carry
        FullAdder FullAdd(
            .a(num1[i]),
            .b(complement[i]),
            .c_in(i == 0? c_in : mid_carry[i - 1]),   
            .s(result[i]),
            .c_out(mid_carry[i])
        );
    end
endgenerate
assign c_out = mid_carry[31];
endmodule
==> /design/flow/run.sh <==
#!/bin/bash
# OpenROAD 26Q1-2900-gdf79404cd8, Yosys 0.63+post, stock flow scripts
make -C /OpenROAD-flow-scripts/flow DESIGN_CONFIG=/design/flow/config.mk WORK_HOME=/design/flow/orfs finish
==> /design/flow/config.mk <==
export PLATFORM = sky130hd
export DESIGN_NAME = SubtractorCarry
export DESIGN_NICKNAME = SubtractorCarry
export VERILOG_FILES = /design/flow/design.v
export SDC_FILE = /design/flow/constraint.sdc
export NUM_CORES = 4
export LEC_CHECK = 1
export CORE_AREA = 10 10 88 88
export DIE_AREA = 0 0 98 98
==> /design/flow/constraint.sdc <==
current_design SubtractorCarry

set clk_period 31.3
set clk_io_pct 0.2

create_clock -name clk0 -period $clk_period

set non_clock_inputs [all_inputs -no_clocks]
set_input_delay [expr $clk_period * $clk_io_pct] -clock clk0 $non_clock_inputs
set_output_delay [expr $clk_period * $clk_io_pct] -clock clk0 [all_outputs]
==> out/summary.json <==
{
  "lay_top_cells": "sky130_fd_sc_hd__clkdlybuf4s50_1 (98), sky130_fd_sc_hd__inv_1 (64), sky130_fd_sc_hd__fa_1 (32)",
  "first_pass_grt_wire_length_um": 4726,
  "compound_area_frac": 0,
  "synth.cellmix.adderShare": 0.5714,
  "log.warning_count": 32,
  "antenna_left": 0,
  "drive_gt1_frac": 0,
  "drv.max_cap_violation_count": 0,
  "timing.final.setup_violations": 0,
  "p_per_area_mw_per_mm2": 18.89,
  "cp_data_required_time_ns": 25.04,
  "worst_setup_path_start_kind": "input port",
  "worst_ir_drop_vdd_uv": 8.576,
  "setup.worst_path.end": "result[31]",
  "layout_top_cell": "sky130_fd_sc_hd__clkdlybuf4s50_1",
  "antenna_diode_count": 0,
  "avgSynthCellArea_um2": 8.758,
  "top_level_ports": 98,
  "timing_worst_slew_pin_value_ns": 0.1014,
  "critical_path.max_stage_delay_ns": 0.49,
  "synth.yosys.chip_area_mm2": 0.001121,
  "groute.usage.overall": 0.05956,
  "dr_total_vias": 844,
  "outcome": "finished, final reports clean",
  "globalplace.congestion": 0.7742,
  "distinct_cell_type_count_after_synthesis": 3,
  "overflow": 0,
  "cells_after_synthesis": 128,
  "io_buffers": 98,
  "clkbuf_count": 0,
  "min_period_over_period": 0.8237,
  "worst_setup_path_startpoint": "c_in",
  "crit_fanout": 1,
  "regArea_um2": 0,
  "areaGrowthSynthToFinish_pct": 74.44,
  "syn-cell-area_mm2": 0.001121,
  "cp_common_cell": "sky130_fd_sc_hd__fa_1",
  "die_width_um": 98,
  "ff_count": 0,
  "finalMaxSlewViolations": 0,
  "dp_worst_setup_slack_ns": 5.421,
  "finalHoldViolCount": 0,
  "yosysCellCount": 128,
  "post-route-drc-count": 0,
  "worstSetupEndpointType": "output pin",
  "yosysWarningCount": 0,
  "design.die.area_mm2": 0.009604,
  "placement_rows": 28,
  "criticalPathCategory": "in -> out",
  "top_logic_kind": "adder cells",
  "route.final.wire_length_um": 2934,
  "routedWlPerCell_um": 10.91,
  "slew_headroom": 0.9322,
  "final_total_negative_setup_slack_ns": 0,
  "via_cell_ratio": 3.138,
  "post-route-min-period_ns": 25.78,
  "grt_start_max_net_pins": 2,
  "core_area_mm2": 0.005921,
  "die_h_um": 98,
  "cts_hold_buffers": 0,
  "fmax_mhz": 38.79,
  "critical-path-slowest-cell": "sky130_fd_sc_hd__clkdlybuf4s50_1",
  "first_global_vias": 1013,
  "leakage_nw": 0.9579,
  "place.detailed.hpwl_um": 2952,
  "rsz0062_at_grt": "no",
  "drtIter0Drc": 3,
  "fin_ws_ns": 5.518,
  "yosys.area_share.simple": 0,
  "cts_resized": 0,
  "dr.pass1.iters": 3,
  "synthXorXnorAreaFrac": 0,
  "floorplan.core_util": 0.1893,
  "synth.yosys.seq_area_share": 0,
  "worstPathArrival_ns": 19.52,
  "antenna_found_initial": 0,
  "synth.mux.area_fraction": 0,
  "hp-class": "in -> out",
  "cts_setup_buffers": 0
}
==> cell type report <==
cell class | instances | area [µm²]
Tap cell | 75 | 93.84
Timing Repair Buffer | 98 | 980.9
Inverter | 64 | 240.2
Fill cell | 617 | 3965
Multi-Input combinational cell | 32 | 640.6
==> where the power goes <==
part / internal, mW / total (mW) / switching (mW)
combinational: 0.0263 / 0.0369 / 0.0107
clock: 0 / 0 / 0
sequential: 0 / 0 / 0
total: 0.0263 / 0.0369 / 0.0107
==> worst min-delay path by stage <==
| stage | start | endpoint | cells after the start |
|---|---|---|---|
| after global routing | num1[2] | result[2] | 5 |
| final | num1[2] | result[2] | 5 |
| after CTS | num1[2] | result[2] | 5 |
==> per-stage QoR <==
step | cells | utilization | power (mW) | instance area [µm²] | hold slack (ns)
final | 269 | 0.3303 | 0.03695 | 1956 | 13.57
after global routing | 269 | 0.3303 | 0.04292 | 1956 | 13.62
after CTS | 269 | 0.3303 | 0.03830 | 1956 | 13.58
after detailed placement | 269 | 0.3303 | 0.03805 | 1956 | 13.58
after global placement | 269 | 0.3303 | 0.03785 | 1956 | 13.58
after floorplan | 128 | - | 0.02015 | 1121 | 12.63
==> critical path, delay by kind of cell <==
kind       cells  cell delay, ns
fa+ha+maj     32           12.23
buf+inv        4            1.03
==> cell families (layout without fill, tap and decap cells) <==
| kind of cell | count (synthesis) | count (layout) |
|---|---|---|
| adder cells (fa/ha/maj) | 32 | 32 |
| buffers and inverters | 96 | 162 |
==> Yosys cell counts <==
cell type / number / area share
sky130_fd_sc_hd__inv_1: 64 / 0.21
sky130_fd_sc_hd__buf_4: 32 / 0.21
sky130_fd_sc_hd__fa_1: 32 / 0.57
==> per-layer routing <==
| metal | vias up | global-route usage | wire [µm] |
|---|---|---|---|
| met5 | - | 0 | 0 |
| met4 | 0 | 0 | 0 |
| met3 | 0 | 0.07112 | 889 |
| met2 | 88 | 0.06650 | 819 |
| met1 | 336 | 0.07545 | 1225 |
| li1 | 420 | - | - |
Power and IR drop assume default switching activity.
