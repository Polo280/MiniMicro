<file path="flow/run.sh">
#!/bin/bash
# OpenROAD 26Q1-2900-gdf79404cd8, Yosys 0.63+post, stock flow scripts
make -C /OpenROAD-flow-scripts/flow DESIGN_CONFIG=/design/flow/config.mk WORK_HOME=/design/flow/orfs finish
</file>
<file path="flow/design.v">
module NAND (
 clk ,
 num1 ,
 num2 ,
 result
 );
 input clk;
 input [0:31] num1 , num2;
 output [0:31] result;
genvar i;
generate
	for (i = 0; i < 32; i = i + 1) begin : nand_gen
    assign result[i] = ~(num1[i] & num2[i]);
	 end
endgenerate 
 endmodule 
</file>
<file path="flow/config.mk">
export PLATFORM = sky130hd
export DESIGN_NAME = NAND
export DESIGN_NICKNAME = NAND
export VERILOG_FILES = /design/flow/design.v
export SDC_FILE = /design/flow/constraint.sdc
export NUM_CORES = 4
export LEC_CHECK = 1
export CORE_AREA = 10 10 70 70
export DIE_AREA = 0 0 80 80
</file>
<file path="flow/constraint.sdc">
current_design NAND

set clk_period 1.0
set clk_io_pct 0.2

create_clock -name clk0 -period $clk_period

set non_clock_inputs [all_inputs -no_clocks]
set_input_delay [expr $clk_period * $clk_io_pct] -clock clk0 $non_clock_inputs
set_output_delay [expr $clk_period * $clk_io_pct] -clock clk0 [all_outputs]
</file>
==> notes.md <==
The layout was made with Yosys and OpenROAD.

The data arrival time of the critical path is 0.68 ns. The flow reports an fmax of 1130 MHz. The worst-case max-slew headroom was logged as 96.0%. The classification of the worst-slack hold path is in -> out. The actual transition at the worst max-transition pin is 0.0604 ns. STA classifies the critical path startpoint as an input port. The minimum setup slack in the final design is 0.116 ns. The die is 80 microns wide.

Across the VDD grid, the largest voltage drop is 70.0 uV. The required time at the worst endpoint is listed as 0.80 ns. The number of warnings reported in the stage logs is 33. Pins over their slew limit in the final report were tallied at 0. In the post-route report, total wirelength is listed as 2.29 mm. Subtracting the final worst setup slack from the clock period gives 0.884 ns.

For this design the static power due to leakage is 0.556 nW. The placeable core region is 3420 sq um. Synthesis handed over a netlist of 32 instances.

The number of global-route vias before repair is 616. The clock buffer instance count of the final layout is 0. The final estimated routing congestion in global placement is 0.820. The number of cell rows is 21.

The via density per instance is 3.27. Setup repair after global routing left no endpoint under its margin. For this design the top-level I/O count stands at 97.

STA lists the maximum fanout along the critical path as 1. In this run, distinct cell masters in the synthesized netlist total 1. In this run the remaining antenna-violating nets after routing total 0.

The critical path is of the in -> out type. For the final routed database, the setup TNS stands at 0 ns. Before placement the cells fill 3.52% of the core. In this run the mean area of a mapped cell was 3.75 sq um. The total track usage is 6.40%. The relative area change from synthesis to final layout is 694%. The count of TritonRoute iterations in the first routing pass is 2.

The area of the mapped netlist is 120 sq um. The average detailed-routed wire length per instance is 13.1 microns. The tool flagged a number of max-cap violations equal to 0. Yosys printed 0 warnings. Dividing the final minimum period by the clock period gives 88.4%. Per the log, the first TritonRoute iteration ended with a DRC count of 4. The via total after detailed routing is 572. The footprint of the flip-flops and latches is 0 sq um. Per the placement log, port buffering inserted 96 buffers.

The post-CTS hold buffer count recorded in the log is 0. The post-synthesis chip area from yosys is 120 sq um. Final hold analysis gives a worst-case slack of 0.626 ns. The final count of hold timing violations is 0. The pre-CTS setup slack is -0.356 ns. The number of antenna violations at the first check in global routing is 1. The end-of-flow timing check tallies setup violations at 0. The total overflow left after global routing is 0. In the finished design the tool counted flip-flops and latches totalling 0.

The first global-routing pass estimated 3.30 mm of wire. The area of the chip is 6400 sq um. Of the synthesized area, sequential elements account for 0%. The remaining design rule violation count is 0. The height of the die is 80 microns. The flow ran to the end, and the final reports show no timing, DRC or antenna violations. Entering global routing, the biggest net connects 2 pins. The number of cell instances after yosys synthesis is 32. STA classifies the critical path endpoint as a primary output. The power density relative to cell area is 259 nW/um^2.

The HPWL after detailed placement is 2.19 mm. The layout summary lists the proportion of cells stronger than drive strength 1 as 18.8%.
[cell usage after synthesis]
cell	n	area (sq um)
sky130_fd_sc_hd__nand2_1	32	120
[layer usage]
metal  vias to the layer above  share of wire, %  wire, microns  global-route usage, %
li1                        290                 -              -                      -
met1                       240                32            742                   6.20
met2                        42                52           1190                   11.9
met3                         0                16            365                   3.98
met4                         0                 0              0                      0
met5                         -                 0              0                      0
[logic make-up after synthesis]
group / Yosys count / share of synthesized area, %
AND/OR/NAND/NOR: 32 / 100
[critical path, stage by stage]
cell                            delay, ns
sky130_fd_sc_hd__dlygate4sd2_1       0.23
sky130_fd_sc_hd__nand2_1             0.06
sky130_fd_sc_hd__dlygate4sd2_1       0.19
[final cells by class]
class / instances / area (sq um)
fillers: 409 / 2460
multi-input cells: 32 / 120
repair buffers: 96 / 773
diodes: 1 / 2.50
well taps: 46 / 57.6
[power breakdown]
part	total (mW)	switching, mW	internal, mW
combinational	0.247	0.0575	0.189
sequential	0	0	0
clock	0.000000134	0	0.000000134
[cells in the final DEF (no fill, tap or decap), drive strengths merged]
master	synthesis	routed
dlygate4sd2	0	66
buf	0	24
nand2	32	32
dlymetal6s2s	0	6
diode	0	1
[repair_timing]
item | in CTS | in global routing
setup buffers | 0 | 0
pin swaps | 22 | 2
endpoints found under the hold margin | 0 | 0
endpoints found under the setup margin | 32 | 6
gates resized | 138 | 6
[metrics by stage]
step	util, %	instance area (sq um)	total power [mW]	cells
final	27.9	953	0.247	175
after global routing	27.9	953	0.276	175
after CTS	27.4	936	0.258	174
after detailed placement	33.3	1140	0.398	174
after global placement	33.3	1140	0.397	174
after floorplan	-	120	0.0142	32
[path summary, 6_finish.rpt]
kind	start	to	cells past startpoint
worst max-delay path	num2[3]	result[3]	3
worst min-delay path	num2[9]	result[9]	3
No activity file was given, so power comes from the tool's default toggle rates.
